<file path="flow/config.mk">
export PLATFORM = sky130hd
export DESIGN_NAME = fenpin
export DESIGN_NICKNAME = fenpin
export VERILOG_FILES = /design/flow/design.v
export SDC_FILE = /design/flow/constraint.sdc
export NUM_CORES = 4
export LEC_CHECK = 1
export CORE_AREA = 10 10 88 88
export DIE_AREA = 0 0 98 98
</file>
<file path="flow/constraint.sdc">
current_design fenpin

set clk_period 3.2
set clk_io_pct 0.2

create_clock -name clk0 -period $clk_period [get_ports {clkin}]

set non_clock_inputs [all_inputs -no_clocks]
set_input_delay [expr $clk_period * $clk_io_pct] -clock clk0 $non_clock_inputs
set_output_delay [expr $clk_period * $clk_io_pct] -clock clk0 [all_outputs]
</file>
<file path="flow/design.v">
module fenpin(clkin,clk6hz,clk190hz,clk760hz);
	input clkin;
	output clk6hz,clk190hz,clk760hz;
	reg[25:0] qout;
	always @(posedge clkin)
	begin
		qout<=qout+1;
	end
	assign clk6hz=qout[23];
	assign clk190hz=qout[18];
	assign clk760hz=qout[16];
endmodule
</file>
<file path="flow/run.sh">
#!/bin/bash
# OpenROAD 26Q1-2900-gdf79404cd8, Yosys 0.63+post, stock flow scripts
make -C /OpenROAD-flow-scripts/flow DESIGN_CONFIG=/design/flow/config.mk WORK_HOME=/design/flow/orfs finish
</file>
==> reports/notes.md <==
For this run, the detailed router's first-pass iteration total came to 4. Of the cells placed in the final design, the portion with a size suffix greater than 1 is 8.33%. Setup repair after global routing left no endpoint under its margin. Synthesis produced 91 cells. At the floorplan stage, the core utilization is reported as 16.4%.

The largest single stage delay on the critical path is 490 ps. The tree is rooted in a clkbuf_8. The die is 98 um tall.

In the final layout, the registers with the most flip-flops are qout x24. Number of instances in the placed design: 168. TritonCTS built the clock tree. The run gives 15.9% for the post-synthesis to final-layout area growth.

The post-layout instance count excluding filler cells is 171, and the routability congestion estimate is 0.740. Per the final report, max-transition violations number 0. The detail route stage leaves a number of antenna-violating nets equal to 0. The internal power is 382 uW. The run finished with clean final reports.

The total overflow left after global routing is 0. From left edge to right edge, the die measures 98 um. The run gives 573 as the via count of the routed design. Per STA, the worst path accumulates the most delay in the family buffers and inverters. Across the routed clock network, the largest skew measured is 3.24 ps.

The number of port buffers is 3. The share of total power dissipated in the clock network is 36.4%. The biggest area consumer among synthesized cells was dfxtp_1. The largest register by flop count is qout. The sequential share of power was 63.6%; the final worst-path setup slack was 1410 ps. Switching power as a fraction of the total was reported as 18.5%. In this run, CTS created clock tree buffers numbering 3. Startpoint type of the worst setup path: a register.

In the final layout, the fill cell count is 623. The path class of the tightest hold or removal check is reg2reg. The post-CTS repair timing setup buffer count was 0; the total of warnings raised by yosys was 1. With the final instance area at 0.00112 mm2, the measured slew at the worst slew-check pin is 392 ps. The tools report the sequential cell area as 480 um2. The logs give 1 for the number of levels in the clock H-tree and 0 for the number of gates resized after CTS. The leakage component of the power is 0.401 nW. The share of the clock period used by the worst path after layout was 55.9%; the clock network latency to the later pin of the worst-skew pair was 260 ps. Per the OpenROAD floorplan log, the area of the core is 0.00592 mm2. Hold-check failures listed in the final report amount to 0.

The run gives 1150 ps for the critical path arrival. Summing over the stages, the warning tally comes to 25. The run gives 572 for the number of global-route vias before repair.

The logs give 0 for the number of antenna violations at the first check in global routing and 86.9 uW for the switching power summed over all nets. In this run the VDD rail shows a maximum IR drop of 211 uV. Global routing used 3.02% of the available tracks across all layers. The run gives 49.5% for the area fraction of the dominant cell type after synthesis. The synthesized netlist contains 18 unique library cells. In the final routed layout, each cell accounts on average for 8.05 um.

The post-synth register bit count is 24. The average cell area after synthesis is 10.7 um2, and the clock-pin slew on the worst setup and hold paths is 80 ps. The synthesized netlist occupies a cell area of 971 um2.

The run gives 13 as the pin count of the biggest net entering global routing. Counting flops with a built-in enable in the synthesized netlist gives 0. The synthesis report names the predominant flop master as dfxtp_1. For the hold slack, the log shows 413 ps.

In this run the count of I/O pins placed on the die edge is 4. The placement stage leaves a total instance area of 0.00108 mm2. For the number of sinks on the clock net, the log shows 24. The critical path buffer and inverter count is 1, and the final core area utilization is 19.0%.

Detail-routed via count per cell: 3.35. The row count is 28. The synthesis report lists the most area-consuming cells as dfxtp_1 (49%), xnor2_1 (12%), xor2_1 (8.1%). The type of the worst setup path was reg2out. The DRC violation total after the first TritonRoute iteration is 40. The total routed wirelength came out at 1.38 mm. The die covers 0.00960 mm2. The endpoint class of the critical path was an output port. The synthesized netlist was found by Yosys to have 91 cells. Walking the worst path, the cells encountered are clkdlybuf4s50_1. The post-synth area from yosys stat was 971 um2.

The data required time of the worst path was 2560 ps; the total of max-cap violations was 0. Counting along the longest clock path gives a buffer depth of 2. After detailed routing, the number of remaining DRC violations is 0. Setup total negative slack on the finished layout was measured at 0 ps. The register with the most flip-flops in the layout has 24 of them. Per the timing report, the achievable frequency comes out to 560 MHz. The fraction of the yosys area taken by sequential cells came out at 49.5%.

In this run the power density over the cells is 417 mW/mm2. The proportion of power drawn by combinational gates was 0%. The HPWL after detailed placement was 991 um.

Hold repair after CTS inserted 0 buffers. The run gives 1790 ps for the minimum clock period. Power after layout: 469 uW.

The critical path maximum fanout is 5. The run gives 73.7% for the worst-case headroom to the max-slew limit. Looking at the critical path, the single cell with the biggest stage delay is clkdlybuf4s50_1. With the antenna diode count at 0, the final-report setup violation count is 0.

Prior to clock tree synthesis, the placed netlist has a worst setup slack of 1530 ps. The first global-routing pass estimated 2.57 mm of wire. In the synthesized netlist the async set-or-reset flop fraction comes to 0%. The area taken by multi-input combinational cells is reported as 468 um2.
-- cells by family after synthesis --
group                    count (synthesis)  synth area share [%]
AND/OR/NAND/NOR                         40                  27.1
adder cells (fa/ha/maj)                  1                  1.29
buffers and inverters                    4                  2.32
XOR/XNOR                                22                  19.8
flip-flops                              24                  49.5
-- layout by cell type, fill, tap and decap left out, drive strengths merged --
cell type / count
dfxtp: 24
xnor2: 13
nand3: 10
nand2: 9
xor2: 9
nor2: 7
nor4: 4
nand4: 4
inv: 3
clkbuf: 3
clkdlybuf4s50: 3
and3: 2
nor3: 2
and4: 1
or2: 1
ha: 1
-- power by group through the flow --
stage / combinational, mW / clock [mW] / sequential, mW
4_1_cts: 0.000000187 / 0.178 / 0.298
5_1_grt: 0.000000187 / 0.192 / 0.298
6_report: 0.000000187 / 0.171 / 0.298
-- synthesized netlist by cell type (2+ instances only) --
cell,n
and3_1,2
dfxtp_1,24
nand4_1,3
xnor2_1,13
xor2_1,9
nand3_1,9
inv_1,3
nor4_4,3
nor2_1,7
nand2_1,9
nor3_1,2
-- routing by layer --
metal	GRT usage, %	part of all wire (%)	vias up
met3	1.14	4.4	0
met5	0	0	-
li1	-	-	317
met2	4.37	40	6
met4	0	0	0
met1	4.41	56	250
-- final timing paths --
kind / from / end / slack (ps) / depth (start not counted)
worst min register to register: qout[0]$_DFF_P_ / qout[0]$_DFF_P_ / 410 / 1
worst max register to register: qout[0]$_DFF_P_ / qout[20]$_DFF_P_ / 1520 / 5
worst min-delay path: qout[0]$_DFF_P_ / qout[0]$_DFF_P_ / 410 / 1
worst max-delay path: qout[16]$_DFF_P_ / clk760hz / 1410 / 1
-- final cells by class --
| cell class | instances | area share, % |
|---|---|---|
| tap | 75 | 8.34 |
| clock buffer | 3 | 3.67 |
| timing repair buffer | 3 | 2.67 |
| sequential | 24 | 42.7 |
| inverter | 3 | 1.00 |
| multi-input combinational | 63 | 41.6 |
No activity file was given, so power comes from the tool's default toggle rates.
